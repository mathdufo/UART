<file path="run.sh">
#!/bin/bash
# OpenROAD 26Q1-2900-gdf79404cd8, Yosys 0.63+post, stock flow scripts
make -C /OpenROAD-flow-scripts/flow DESIGN_CONFIG=/design/flow/config.mk WORK_HOME=/design/flow/orfs finish
</file>
<file path="config.mk">
export PLATFORM = sky130hd
export DESIGN_NAME = uart
export DESIGN_NICKNAME = uart
export VERILOG_FILES = /design/flow/design.v
export SDC_FILE = /design/flow/constraint.sdc
export NUM_CORES = 4
export LEC_CHECK = 1
export CORE_UTILIZATION = 40
</file>
<file path="constraint.sdc">
current_design uart

set clk_period 2.6
set clk_io_pct 0.2

create_clock -name clk0 -period $clk_period [get_ports {clk}]

set non_clock_inputs [all_inputs -no_clocks]
set_input_delay [expr $clk_period * $clk_io_pct] -clock clk0 $non_clock_inputs
set_output_delay [expr $clk_period * $clk_io_pct] -clock clk0 [all_outputs]
</file>
<file path="design.v">
module clk_enable(
  input  wire        clk,
  input  wire        reset,
  input  wire [15:0] prescale,
  output reg        rx_en, 
  output reg        tx_en
);
  reg [15:0] prescale_counter = 0;
  reg [3:0]  tx_counter = 0; 
  always @ (posedge clk) begin
    if (reset) begin
      prescale_counter <= 0;
      tx_counter <= 0;
      rx_en <= 0;
      tx_en <= 0;
    end else begin
      if (prescale_counter == prescale) begin
        prescale_counter <= 0;
        rx_en <= 1;
        if (tx_counter == 15) begin
          tx_counter <= 0;
          tx_en <= 1;
        end else begin
          tx_counter <= tx_counter + 1;
        end
      end else begin
        prescale_counter <= prescale_counter + 1;
        rx_en <= 0;
        tx_en <= 0;
      end
    end
  end
endmodule
module uart # (
  parameter DATA_WIDTH = 8
)
(
  input  wire                   clk,
  input  wire                   reset,
  input  wire [DATA_WIDTH-1:0]  s_axis_tdata,
  input  wire                   s_axis_tvalid,
  output wire                   s_axis_tready,
  output wire [DATA_WIDTH-1:0]  m_axis_tdata,
  output wire                   m_axis_tvalid,
  input  wire                   m_axis_tready,
  input  wire                   rxd,
  output wire                   txd,
  output wire                   rx_overrun_error,
  output wire                   rx_frame_error,
  input  wire [15:0]            prescale
);
  wire tx_clk_en;
  wire rx_clk_en;
  clk_enable clk_enable_inst(
    .clk(clk),
    .reset(reset),
    .prescale(prescale),
    .rx_en(rx_clk_en),
    .tx_en(tx_clk_en)
  );
  uart_tx #(
    .DATA_WIDTH(DATA_WIDTH)
  )
  uart_tx_inst (
    .clk(clk),
    .reset(reset),
    .clk_en(tx_clk_en),
    .s_axis_tdata(s_axis_tdata),
    .s_axis_tvalid(s_axis_tvalid),
    .s_axis_tready(s_axis_tready),
    .txd(txd)
  );
  uart_rx #(
	  .DATA_WIDTH(DATA_WIDTH)
  )
  uart_rx_inst (
    .clk(clk),
    .reset(reset),
    .clk_en(rx_clk_en),
    .m_axis_tdata(m_axis_tdata),
    .m_axis_tvalid(m_axis_tvalid),
    .m_axis_tready(m_axis_tready),
    .rxd(rxd),
    .overrun_error(rx_overrun_error),
    .frame_error(rx_frame_error)
  );
endmodule
module uart_rx #
(
  parameter DATA_WIDTH = 8
)
(
  input  wire                   clk,
  input  wire                   reset,
  input  wire                   clk_en,
  output reg  [DATA_WIDTH-1:0]  m_axis_tdata,
  output reg                    m_axis_tvalid,
  input  wire                   m_axis_tready,
  input  wire                   rxd,
  output reg                    overrun_error,
  output reg                    frame_error
);
  localparam  IDLE  = 2'b00,
              START = 2'b01,
              DATA  = 2'b10,
              LAST  = 2'b11;
  reg [1:0] state = IDLE;
  reg [DATA_WIDTH-1:0] data_buffer;
  reg [3:0] tick_counter = 0;
  reg [$clog2(DATA_WIDTH)-1:0] bit_counter = 0;
  always @ (posedge clk) begin
    if (reset) begin
      state <= IDLE;
      m_axis_tdata <= 0;
      m_axis_tvalid <= 0;
      overrun_error <= 0;
      frame_error<= 0;
    end else begin
      overrun_error <= 0;
      frame_error <= 0;
      if (m_axis_tvalid && m_axis_tready)
        m_axis_tvalid <= 0;
      case (state)
        IDLE: begin
          if (~rxd) begin
            state <= START;
          end
        end
        START: begin
          if (clk_en) begin
            if (tick_counter == 8) begin
              tick_counter <= 0;
              state <= DATA;
            end else begin
              tick_counter <= tick_counter + 1;
            end
          end
        end
        DATA: begin
          if (clk_en) begin
            if (tick_counter == 15) begin
              tick_counter <= 0;
              data_buffer <= {rxd, data_buffer[DATA_WIDTH-1:1]};
              if (bit_counter == DATA_WIDTH-1) begin
                bit_counter <= 0;
                state <= LAST;
              end else begin
                bit_counter <= bit_counter + 1;
              end
            end else begin
              tick_counter <= tick_counter + 1;
            end
          end
        end
        LAST: begin
          if (clk_en) begin
            if (tick_counter == 15) begin
              tick_counter <= 0;
              if (rxd) begin
                m_axis_tdata <= data_buffer;
                m_axis_tvalid <= 1;
                overrun_error <= m_axis_tvalid;
              end else begin
                frame_error <= 1;
              end
              state <= IDLE;
            end else begin
              tick_counter <= tick_counter + 1;
            end
          end
        end
      endcase
    end
  end
endmodule
module uart_tx # (
	parameter DATA_WIDTH = 8
) 
(
  input  wire                   clk,
  input  wire                   reset,
  input  wire                   clk_en,
  input  wire [DATA_WIDTH-1:0]  s_axis_tdata,
  input  wire                   s_axis_tvalid,
  output reg                    s_axis_tready,
  output reg                    txd
);
localparam IDLE  = 2'b00,
					 START = 2'b01,
					 DATA  = 2'b10,
					 LAST  = 2'b11;
reg [1:0] state = IDLE;
reg [$clog2(DATA_WIDTH)-1:0] bit_counter = 0;
reg [DATA_WIDTH-1:0] data_buffer = 0;
always @ (posedge clk) begin
  if (reset) begin
    state <= IDLE;
    bit_counter <= 0;
    txd <= 1;
    s_axis_tready <= 1;
  end else begin
    case (state)
      IDLE: begin
        if (s_axis_tvalid) begin
          state <= START;
          data_buffer <= s_axis_tdata;
          s_axis_tready <= 0;
        end
      end
      START: begin
        if (clk_en) begin
          txd <= 0;
          state <= DATA;
        end
      end
      DATA: begin 
        if (clk_en) begin
          txd <= data_buffer[bit_counter];
          if (bit_counter == DATA_WIDTH-1) begin
            bit_counter <= 0;
            state <= LAST;
          end else begin
            bit_counter <= bit_counter + 1;
          end
        end
      end
      LAST: begin
        if (clk_en) begin
          txd <= 1;
          state <= IDLE;
          s_axis_tready <= 1;
        end
      end
    endcase
  end
end
endmodule
</file>
==> flow_summary.rst <==
Run summary
-----------

.. list-table::
   :header-rows: 1

   * - Metric
     - Value
   * - Signed area change from the synthesized netlist to the final layout
     - 24.84%
   * - Iteration-0 DRC Markers
     - 54
   * - Via-per-instance ratio
     - 4.757
   * - Data arrival, critical path
     - 2.11 ns
   * - Weighted congestion reported at the end of routability-driven placement
     - 0.7999
   * - Largest net degree at the start of global routing
     - 15
   * - DRC violations left
     - 0
   * - Clock input transition at the sequential cells of the worst setup and hold paths
     - 0.07 ns
   * - Critical-path top delay cell
     - sky130_fd_sc_hd__clkdlybuf4s50_1
   * - I/O pin count
     - 42
   * - Maximum clock path buffer count
     - 2
   * - Result of the run
     - complete, no violations
   * - Cts-stage hold buffer count
     - 0
   * - Share of the clock period used by the worst path after layout
     - 72.74%
   * - Yosys warning total
     - 3
   * - Worst min-delay path category
     - flop to flop
   * - Static leakage
     - 1.315 nW
   * - Fraction of power spent switching nets
     - 26.71%
   * - Crit. End Element
     - flop
   * - Antenna diode count
     - 0
   * - Mapped cell area
     - 2982 µm²
   * - Number of cell instances after yosys synthesis
     - 276
   * - Wirelength per Cell
     - 11.70 µm
   * - Post-synthesis average cell area
     - 10.80 µm²
   * - Unrepaired setup endpoints after global routing
     - no
   * - Max Cap Violations
     - 0
   * - Kind of cell adding the most delay to the critical path
     - buffers and inverters
   * - Portion of total power attributed to the clock network
     - 34.0%
   * - Post-route ant nets
     - 0
   * - Post-placement cell count
     - 416
   * - First-pass iteration count of the detailed router
     - 4
   * - Global-route wire length before repair
     - 8673 µm
   * - Crit path kind
     - primary input to flop
   * - Number of library cell types mapped by synthesis
     - 43
   * - Headroom to the max-slew limit
     - 75.87%
   * - Post-synth EDFFs
     - 23
   * - Chip area line of the yosys report
     - 2982 µm²
   * - Sum Neg Setup Slack
     - 0 ns
   * - Cell internal power dissipation
     - 0.001818 W
   * - Pins Over Slew Limit
     - 0
   * - Worst Path Buf+Inv
     - 3
   * - Worst-case setup margin in the final layout
     - 0.7089 ns
   * - Element type at the critical path start
     - primary input
   * - Most prevalent standard cell on the critical path
     - sky130_fd_sc_hd__buf_4
   * - Total setup violations reported at the end of the flow
     - 0
   * - CTS tree
     - yes
   * - Final routed wirelength across all metal layers
     - 5054 µm
   * - Net load switching power
     - 0.0006625 W
   * - Total number of vias
     - 2,055
   * - Combinational group share of total power
     - 18.6%
   * - CTS root buf
     - sky130_fd_sc_hd__clkbuf_8
   * - Synth Seq Share
     - 51.36%
   * - Overall fraction of global-route tracks in use
     - 14.48%
   * - Fill cell count
     - 668
   * - Post-cts resize count
     - 0
   * - Flops after synth
     - 65
   * - Tightest Pin Transition
     - 0.3610 ns
   * - # H-tree levels
     - 3
   * - Buffers inserted during post-CTS setup optimization
     - 0
   * - Gate Area
     - 1355 µm²
   * - Floorplan Utilization
     - 41.33%
   * - Overflow left after global routing
     - 0
   * - Die boundary width
     - 88.34 µm
   * - Sequential standard cell area
     - 1531 µm²
   * - Row count
     - 31
   * - Number of logged tool warnings
     - 35
   * - PD cells
     - 666.3 nW/µm²
   * - Height of the chip
     - 88.34 µm
   * - Fin cells
     - 432
   * - Chip footprint
     - 7803 µm²
   * - Initial antenna violation count
     - 0
   * - Prevailing post-synth register cell
     - sky130_fd_sc_hd__dfxtp_1
   * - Required time of the critical path
     - 2.82 ns
   * - Fraction of layout cells with a size suffix above 1
     - 9.610%
   * - Highest Clock Rate
     - 528.8 MHz
   * - Detailed placement HPWL
     - 3711 µm
   * - Synthesized instance count
     - 276
   * - Vias in the first global route
     - 1,979
   * - Power share of the sequential group
     - 47.4%
   * - Slowest stage delay, CP
     - 0.47 ns
   * - Sinks on the clock net
     - 65
   * - Critical path fanouts, max
     - 9
   * - Final Hold Violating Endpoints
     - 0
   * - Placement Setup Slack
     - 0.3360 ns
   * - Fraction of synthesis flops using an asynchronous set or reset pin
     - 0%
   * - Util after Layout
     - 51.60%
   * - Number of I/O port buffers
     - 41
   * - Clock latency on the worst-skew pair
     - 0.33 ns
   * - Worst VDD drop
     - 343.6 µV
   * - Ordered list of cells on the worst path
     - clkdlybuf4s50_1 -> xnor2_1 -> nand4_1 -> nor4_4 -> buf_4 -> or2_0 -> buf_4 -> nor2_1
   * - Final critical path time including I/O delays and setup
     - 1.891 ns
   * - Clock Skews
     - 0.009722 ns
   * - Area of the placeable core
     - 7214 µm²
   * - TritonCTS Buffers
     - 9
==> area by class of cell <==
class | count | share of cell area (%)
clock buffer | 11 | 3.798
multi-input combinational | 191 | 36.40
tap | 99 | 3.328
timing repair buffer | 49 | 12.64
sequential | 65 | 41.14
clock inverter | 5 | 1.479
inverter | 12 | 1.210
==> layer usage <==
| layer | vias up | track usage [%] | wire length, µm |
|---|---|---|---|
| met5 | - | 0 | 0 |
| met4 | 0 | 2.639 | 108 |
| met3 | 12 | 2.365 | 228 |
| met2 | 50 | 24.41 | 2251 |
| met1 | 924 | 20.65 | 2466 |
| li1 | 1069 | - | - |
==> per-stage QoR <==
stage,hold slack (ns),power (W),cell area (µm²)
2_1_floorplan,0.4261,0.001520,2982
3_3_place_gp,0.4334,0.001650,3526
3_5_place_dp,0.4326,0.001658,3526
4_1_cts,0.4502,0.002503,3722
5_1_grt,0.4584,0.002632,3722
6_report,0.4500,0.002480,3722
==> power by group through the flow <==
stage / clock (W) / combinational, W / sequential, W
after CTS: 0.000861 / 0.000464 / 0.00118
after global routing: 0.000914 / 0.000533 / 0.00118
final: 0.000842 / 0.000462 / 0.00118
==> cells by family after synthesis <==
logic type	after synthesis	share of synthesized area (%)
buffers and inverters	20	3.189
AND-OR/OR-AND	27	6.001
adder cells (fa/ha/maj)	19	7.973
multiplexers	16	6.252
XOR/XNOR	30	8.812
flip-flops	65	51.36
AND/OR/NAND/NOR	99	16.41
==> final timing paths <==
path / start / end / slack (ns) / cells past startpoint
setup / recovery: prescale[13] / clk_enable_inst.prescale_counter[7]$_SDFF_PP0_ / 0.71 / 8
hold / removal: uart_rx_inst.data_buffer[1]$_DFFE_PP_ / uart_rx_inst.data_buffer[0]$_DFFE_PP_ / 0.45 / 0
setup reg to reg: uart_tx_inst.state[0]$_SDFFE_PP0P_ / uart_tx_inst.state[1]$_SDFFE_PP0P_ / 0.85 / 7
hold reg to reg: uart_rx_inst.data_buffer[1]$_DFFE_PP_ / uart_rx_inst.data_buffer[0]$_DFFE_PP_ / 0.45 / 0
==> worst register-to-register path, cell delays in order (launching register included) <==
cell	delay [ns]
sky130_fd_sc_hd__dfxtp_1	0.40
sky130_fd_sc_hd__inv_1	0.10
sky130_fd_sc_hd__ha_1	0.29
sky130_fd_sc_hd__nor3_1	0.24
sky130_fd_sc_hd__nand2_1	0.08
sky130_fd_sc_hd__a21oi_1	0.27
sky130_fd_sc_hd__mux2i_1	0.22
sky130_fd_sc_hd__nor2_1	0.05
==> state kept, by name (all words and copies together) (netlist names), 2 cells and up <==
signal and count:
clk_enable_inst.tx_counter 4, uart_tx_inst.data_buffer 8, uart_tx_inst.state 2, clk_enable_inst.prescale_counter 16
uart_rx_inst.tick_counter 4, uart_tx_inst.bit_counter 3, uart_rx_inst.bit_counter 3, uart_rx_inst.state 2
uart_rx_inst.data_buffer 8, uart_rx_inst.m_axis_tdata 8
==> cell usage in the layout, fill, tap and decap left out, types with 6 or more instances in the layout <==
master / synthesis / routed
sky130_fd_sc_hd__nand2_1: 14 / 14
sky130_fd_sc_hd__buf_4: 1 / 8
sky130_fd_sc_hd__inv_1: 12 / 12
sky130_fd_sc_hd__clkdlybuf4s50_1: 0 / 41
sky130_fd_sc_hd__nand3_1: 9 / 9
sky130_fd_sc_hd__xor2_1: 6 / 6
sky130_fd_sc_hd__nor3_1: 8 / 8
sky130_fd_sc_hd__edfxtp_1: 23 / 23
sky130_fd_sc_hd__nand4_1: 9 / 9
sky130_fd_sc_hd__mux2i_1: 13 / 13
sky130_fd_sc_hd__clkbuf_8: 0 / 10
sky130_fd_sc_hd__ha_1: 19 / 19
sky130_fd_sc_hd__xnor2_1: 24 / 24
sky130_fd_sc_hd__nor2_1: 41 / 41
sky130_fd_sc_hd__a21oi_1: 9 / 9
sky130_fd_sc_hd__dfxtp_1: 42 / 42
==> Yosys cell counts (all sizes together), types with 2 or more instances <==
cell type   n  area (µm²)
mux4        2       45.04
mux2i      13       130.1
nor3        8       40.04
edfxtp     23       690.7
xnor2      24       210.2
xor2        6       52.55
inv        12       45.04
nor2       42       165.2
nand2      14       52.55
clkbuf      2       7.510
nand3       9       45.04
dfxtp      42       840.8
a211oi      2       15.01
ha         19       237.7
or2         2       12.52
and3        2       12.51
a21oi       9       45.04
nand2b      4       25.02
o21ai       4       20.02
nor2b       3       18.77
nand4       9       56.30
buf         6       42.54
a221oi      2       17.52
a31o        3       26.28
nor4        2       27.53
Power is estimated from default activity; no workload was simulated.
